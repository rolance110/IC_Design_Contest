==> flow/design.v <==
module geofence ( clk,reset,X,Y,valid,is_inside);
input clk;
input reset;
input [9:0] X;
input [9:0] Y;
output valid;
output is_inside;
reg valid;
reg is_inside;
integer i,j;
reg signed [10:0] xg [5:0];  
reg signed [10:0] yg [5:0];  
reg signed [10:0] xt;   
reg signed [10:0] yt;
reg signed [10:0] tempx ;
reg signed [10:0] tempy ;
reg [2:0] ctr6;
reg signed [10:0] ABx;
reg signed [10:0] ABy;
reg signed [21:0] cross; 
reg [2:0] counter_max;
reg compare;
reg sort_dicide;
reg [3:0] ns,cs; 
parameter INIT =4'd0; 
parameter GETT=4'd1;
parameter GETXY=4'd2;
parameter SORT=4'd4;
parameter SWITCH=4'd5;
parameter WAIT1=4'd6;
parameter WAIT2 =4'd7;
parameter FINISH = 4'd9;
parameter COMPARE = 4'd10;
parameter WAIT3 = 4'd11;
parameter CR1 = 4'd12;
parameter CR2 = 4'd13;
parameter CR3 = 4'd14;
always@(posedge clk or posedge reset)
begin
    if(reset)
        cs <= INIT ;
    else
        cs <= ns ;
end
always@(*)
begin
    case(cs)
        INIT:
            ns = GETT ;            
        GETT:
            ns = GETXY; 
        GETXY:
            if(ctr6==6)     
                ns = WAIT1 ;
            else begin
                ns = GETXY;
            end
        WAIT1:
            ns = CR1;
        CR1:
            ns=CR2;
        CR2:
            ns=CR3;
        CR3:
            if(sort_dicide==0)
                ns=SORT;
            else
                ns=COMPARE;
        SORT:
            if(cross[21]==0) 
                ns = SWITCH;
            else if(counter_max == 0)
                ns = WAIT2;
            else    
                ns = CR1;
        SWITCH:
            if(counter_max == 0)
                ns = WAIT2;
            else
                ns = CR1;
        WAIT2:
            ns = CR1;
        COMPARE:
            if(compare == 0)
                ns = FINISH;
            else if(ctr6 == 5)
                ns = FINISH;
            else
                ns = CR1;
        FINISH:
            ns = WAIT3;
        WAIT3:
            ns = GETT;
       default:
             ns=INIT;
    endcase
end
always@(posedge reset or posedge clk) begin
    if (reset)begin
        ctr6 <= 0;
    end
    else if(ns==GETXY)begin 
        ctr6 <= ctr6+1;
    end 
    else if(ns==WAIT1)begin
        ctr6 <= 1; 
    end
    else if(ctr6==counter_max && ((ns==SORT  && cross[21]==1) ||(ns==SWITCH  && cross[21]==0)))begin
        ctr6 <= 1; 
    end
    else if((ns==SWITCH && cross[21]==0) ||(ns==SORT && cross[21]==1) || (ns == COMPARE))begin
        ctr6 <= ctr6 +1;
    end
    else if(ns == WAIT2 ||(ns == COMPARE && ctr6 == 5) ||ns == WAIT3)begin
        ctr6 <= 0;
    end
    else    
        ctr6 <= ctr6;
end
always@(posedge reset or posedge clk) begin
    if (reset)begin
        sort_dicide <= 0;
    end
    else if(ns == WAIT2)begin
        sort_dicide <= 1;
    end
    else if(ns == WAIT3)begin
        sort_dicide <= 0;
    end
    else begin
        sort_dicide <= sort_dicide;
    end
end
always@(posedge reset or posedge clk) begin
    if (reset)begin
        ABx <= 0;
    end
    else if(ns==CR1 && sort_dicide==0)begin
        ABx <= xg[ctr6] - xg[0];     
    end
    else if(ns==CR2 && sort_dicide==0)begin          
        ABx <= xg[ctr6+1] - xg[0];   
    end
    else if (ns==CR2 && ctr6==5 && sort_dicide==1)begin
        ABx <= xg[0] - xg[5];          
    end
    else if(ns == CR2 && sort_dicide==1)begin
        ABx <= xg[ctr6+1] - xg[ctr6];  
    end
    else if((ns==WAIT2 || ns==CR1) && sort_dicide==1) begin
        ABx <= xg[ctr6] - xt;          
    end
    else begin
        ABx <= ABx;
    end
end
always@(posedge reset or posedge clk) begin
    if (reset)begin
        ABy <= 0;
    end
    else if(ns==CR1 && sort_dicide==0)begin
        ABy <= yg[ctr6+1] - yg[0];   
    end
    else if(ns==CR2 && sort_dicide==0)begin          
        ABy <= yg[ctr6] - yg[0];     
    end
    else if ((ns==CR1 || ns==WAIT2) && ctr6==5 && sort_dicide==1)begin
        ABy <= yg[0] - yg[5];          
    end
    else if((ns == CR1  || ns == WAIT2) && sort_dicide==1)begin
        ABy <= yg[ctr6+1] - yg[ctr6];  
    end
    else if(ns==CR2 && sort_dicide==1) begin
        ABy <= yg[ctr6] - yt;          
    end
    else begin
        ABy <= ABy;
    end
end
always@(posedge reset or posedge clk) begin
    if (reset)begin
        cross <= 0;
    end
    else if(ns==CR2)begin
        cross <= ABx*ABy;
    end
    else if(ns==CR3)begin
        cross <= cross - ABx*ABy;
    end
    else begin
        cross <= cross;
    end
end
always@(posedge reset or posedge clk) begin
    if (reset)begin
        xt <= 0;
    end
    else if(ns == GETT)begin
        xt <= X;
    end
    else begin
        xt <= xt;
    end
end
always@(posedge reset or posedge clk) begin
    if (reset)begin
        yt <= 0;
    end
    else if(ns == GETT)begin
        yt <= Y;
    end
    else begin
        yt <= yt;
    end
end
always@(posedge reset or posedge clk) begin
    if (reset)begin
        for ( i=0 ;i<6 ;i=i+1 ) begin
            xg[i] <= 0;
        end
    end
    else if(ns == GETXY)begin
        xg[ctr6] <= X;
    end
    else if(ns == SORT)begin
        if(cross[21]==0)begin       
            tempx <= xg[ctr6+1];
            xg[ctr6+1] <= xg[ctr6];
        end
        else
            xg[0] <= xg[0];
    end
    else if(ns == SWITCH)begin
        xg[ctr6] <= tempx;  
    end
    else begin
        for ( i=0 ;i<6 ;i=i+1 ) begin
            xg[i] <=  xg[i];
        end
    end
end
always@(posedge reset or posedge clk) begin
    if (reset)begin
        for ( j=0 ;j<6 ;j=j+1) begin
            yg[j] <= 0;
        end
    end
    else if(ns == GETXY)begin
        yg[ctr6] <= Y;
    end
    else if(ns == SORT)begin
        if(cross[21]==0)begin       
            tempy <= yg[ctr6+1];
            yg[ctr6+1] <= yg[ctr6];
        end
        else
            yg[0] <= yg[0];
    end
    else if(ns == SWITCH)begin
        yg[ctr6] <= tempy;  
    end
    else begin
        for ( j=0 ;j<6 ;j=j+1 ) begin
            yg[j] <=  yg[j];
        end
    end
end
always@(posedge reset or posedge clk) begin
    if (reset)begin
        counter_max <= 0;
    end
    else if(ns==GETT)begin
        counter_max <= 4;
    end
    else if(ns!=GETXY && ctr6==counter_max && ns==SWITCH && cross[21]==0)begin
        counter_max <= counter_max-1;
    end
    else if(ns!=GETXY && ctr6==counter_max && ns==SORT && cross[21]==1)begin
        counter_max <= counter_max-1;
    end
    else begin
        counter_max <= counter_max;
    end
end
always@(posedge reset or posedge clk) begin
    if (reset)begin
        compare <= 0;
    end
    else if(ns == COMPARE)begin
        if(cross[21]==1)
            compare <= 1;
        else
            compare <= 0;
    end
    else if(ns == WAIT3)
        compare <= 0;
end
always@(posedge reset or posedge clk) begin
    if (reset)begin
        valid <= 0;
    end
    else if(ns == FINISH)
        valid <= 1;
    else
        valid <= 0;
end
always@(posedge reset or posedge clk) begin
    if (reset)begin
        is_inside <= 0;
    end
    else if(ns == FINISH)begin
        if(compare) 
            is_inside <= 1;
        else
            is_inside <= 0;
    end
    else 
        is_inside <= 0;
end
endmodule
==> flow/run.sh <==
#!/bin/bash
# OpenROAD 26Q1-2900-gdf79404cd8, Yosys 0.63+post, stock flow scripts
make -C /OpenROAD-flow-scripts/flow DESIGN_CONFIG=/design/flow/config.mk WORK_HOME=/design/flow/orfs finish
==> flow/config.mk <==
export PLATFORM = sky130hd
export DESIGN_NAME = geofence
export DESIGN_NICKNAME = geofence
export VERILOG_FILES = /design/flow/design.v
export SDC_FILE = /design/flow/constraint.sdc
export NUM_CORES = 4
export LEC_CHECK = 1
export CORE_UTILIZATION = 30
==> flow/constraint.sdc <==
current_design geofence

set clk_period 17.2
set clk_io_pct 0.2

create_clock -name clk0 -period $clk_period [get_ports {clk}]

set non_clock_inputs [all_inputs -no_clocks]
set_input_delay [expr $clk_period * $clk_io_pct] -clock clk0 $non_clock_inputs
set_output_delay [expr $clk_period * $clk_io_pct] -clock clk0 [all_outputs]
==> flow_summary_export.csv <==
group,metric,value,unit
status,outcome,"complete, no violations",
clocking,holdBufCountCts,0,
die,fp_util,30.4,%
die,chipArea,0.0737,sq mm
drt,vias_per_cell,5.15,
placement,dp_hpwl,45300,microns
setup_path,worst-path-buf-inv,1,
die,design.portCount,24,
clocking,clkTransAtPathRegs,0.06,ns
setup_path,r2r-end,"cross[21]$_DFFE_PP0P_",
drt,firstDrtPassIters,8,
clocking,tritoncts,"built",
drt,drtAntennaViolNets,0,
setup_path,crit_family,"adder cells",
setup_path,r2r_slack,8.95,ns
sta,period_used_share,48.0,%
die,die_h,271,microns
hold_path,holdPathStages,0,
synthesis,yosysUniqueCellTypes,74,
flow_run,stage_log_warnings,30,
global_routing,antenna_found_initial,0,
setup_path,cp-end-kind,"register",
clocking,cts_resized,0,
synthesis,postSynthAreaPerCell,8.73,sq um
global_routing,grt_max_degree,94,
drt,diodes,0,
clocking,cts.sinks,241,
global_routing,grt_pass1_vias,17500,
setup_path,crit_required,17.65,ns
hold_path,worstHoldEndpoint,"cs[11]$_DFF_PP0_",
setup_path,crit_fanout,12,
clocking,worstSkewPairLatency,0.57,ns
clocking,root_buffer,"clkbuf_16",
synthesis,async_reset_ff_share,90.9,%
global_routing,grt_overflow,0,
flow_run,maxCapViolCount,0,
placement,gp_congestion,0.922,
drt,drtIter0Drc,1109,
sta,skew,0.0133,ns
hold_path,hp-start,"cs[8]$_DFF_PP0_",
die,coreArea,0.0716,sq mm
sta,fmax,121,MHz
synthesis,synth_flops,241,
drt,routedWlPerCell,17.8,microns
sta,rsz0062_at_grt,"false",
finish,area_growth,10.8,%
setup_path,arrival,8.71,ns
sta,min_period,8.25,ns
placement,postPlaceCellArea,0.0231,sq mm
synthesis,yosysChipArea,0.0218,sq mm
clocking,cts_buffer_depth,3,
sta,maxSlewViolCount,0,
synthesis,ys_warn_count,3,
synthesis,ys_seq_share,28.2,%
drt,wl,61100,microns
finish,drive_above_1_share,7.64,%
finish,fin_util,33.7,%
setup_path,crit_path_frequent_cell,"fa_1",
drt,drc,0,
setup_path,cp_slowest_stage_delay,0.59,ns
finish,fin_area,0.0241,sq mm
clocking,post-cts-setup-buffers,0,
die,core.rowCount,98,
synthesis,syn_area,0.0218,sq mm
global_routing,grt.total_usage,17.3,%
global_routing,grt_pass1_wl,98100,microns
sta,finalSetupViolations,0,
die,die_w,271,microns
drt,vias,17700,
synthesis,synthFlopType,"dfrtp_1",
placement,portBuffers,23,
synthesis,edf_count,22,
setup_path,timing.rr.start,"ABy[2]$_DFFE_PP0P_",
sta,tightest_slew,1.02,ns
setup_path,cpMaxStageDelayCell,"dfrtp_1",
sta,slew_headroom,31.4,%
synthesis,synth_cells,2495,
hold_path,hold_path.class,"reg -> reg",
setup_path,cp.depth,27,
setup_path,start_kind,"register",
sta,hold_viol_final,0,
synthesis,ys_cells,2495,
setup_path,critPathKind,"reg -> reg",
sta,setup_tns,0,ns
setup_path,worstRegToRegCells,27,
clocking,cts_made_buffers,29,
clocking,cts_htree_levels,1,
==> layout make-up <==
class | count | area (sq um)
Tap cell | 950 | 1190
Sequential cell | 241 | 6140
Multi-Input combinational cell | 1826 | 14100
Clock buffer | 36 | 802
Clock inverter | 17 | 201
Inverter | 293 | 1110
Fill cell | 7365 | 47500
Timing Repair Buffer | 74 | 613
==> metal layers <==
layer	up-vias	routed length, microns	GRT usage [%]
met1	8510	27500	24.9
met4	0	1570	3.65
met2	529	27900	27.5
met5	-	0	0
met3	105	4130	3.63
li1	8547	-	-
==> registers in the layout, indices dropped and copies added (netlist names) <==
name,cells
xg,66
yg,66
cross,22
cs,13
ABx,11
ABy,11
tempx,11
tempy,11
xt,10
yt,10
counter_max,3
ctr6,3
compare,1
is_inside,1
sort_dicide,1
valid,1
==> cells in the mapped netlist, drive strengths merged, types with 29 or more instances <==
library cell	number	share of area, %
inv	293	5.0
a21oi	228	5.3
nand2	227	3.9
dfrtp	218	25
nor2	188	3.3
ha	172	9.9
o21ai	151	3.5
fa	128	12
clkbuf	117	2.0
xnor2	82	3.3
and2	67	1.9
mux2	50	2.6
a21o	47	1.6
a22oi	38	1.3
a211oi	34	1.2
xor2	33	1.3
a22o	29	1.2
nor2b	29	0.83
==> metrics by stage <==
stage               std cells  setup slack (ns)  hold WS [ns]
finish                   3437              8.95         0.403
CTS                      3437              8.92         0.408
global route             3437              8.47         0.418
detailed placement       3384              8.95         0.398
global placement         3384              9.10         0.391
floorplan                2495              7.77         0.368
==> logic make-up after synthesis <==
| logic type | Yosys count | synth area share (%) |
|---|---|---|
| compound gates | 718 | 21.5 |
| xor+xnor | 116 | 4.73 |
| fa+ha+maj | 308 | 22.0 |
| buf+inv | 428 | 7.45 |
| flops | 241 | 28.2 |
| mux | 63 | 3.18 |
| other cells | 1 | 0.0172 |
| simple gates | 620 | 12.9 |
==> placed cells by master, fill, tap and decap left out, drive strengths merged, types with 23 or more instances in the layout <==
cell             n
inv            295
a21oi          228
nand2          227
dfrtp          218
nor2           188
ha             172
o21ai          151
fa             128
xnor2           82
and2            67
buf             51
mux2            50
a21o            47
a22oi           38
clkbuf          36
a211oi          34
xor2            33
a22o            29
nor2b           29
o211ai          28
a221oi          26
nor3            26
a222oi          25
nand2b          23
clkdlybuf4s50   23
==> worst max-delay path by stage <==
stage | from | end | slack [ns]
after CTS | ABy[2]$_DFFE_PP0P_ | cross[21]$_DFFE_PP0P_ | 8.92
after global routing | ABy[5]$_DFFE_PP0P_ | cross[21]$_DFFE_PP0P_ | 8.47
final | ABy[2]$_DFFE_PP0P_ | cross[21]$_DFFE_PP0P_ | 8.95
