--- /design/flow/run.sh ---
#!/bin/bash
# OpenROAD 26Q1-2900-gdf79404cd8, Yosys 0.63+post, stock flow scripts
make -C /OpenROAD-flow-scripts/flow DESIGN_CONFIG=/design/flow/config.mk WORK_HOME=/design/flow/orfs finish
--- /design/flow/config.mk ---
export PLATFORM = sky130hd
export DESIGN_NAME = CONV
export DESIGN_NICKNAME = CONV
export VERILOG_FILES = /design/flow/design.v
export SDC_FILE = /design/flow/constraint.sdc
export NUM_CORES = 4
export LEC_CHECK = 1
export CORE_UTILIZATION = 30
--- /design/flow/constraint.sdc ---
current_design CONV

set clk_period 12.9
set clk_io_pct 0.2

create_clock -name clk0 -period $clk_period [get_ports {clk}]

set non_clock_inputs [all_inputs -no_clocks]
set_input_delay [expr $clk_period * $clk_io_pct] -clock clk0 $non_clock_inputs
set_output_delay [expr $clk_period * $clk_io_pct] -clock clk0 [all_outputs]
--- /design/flow/design.v ---
`timescale 1ns/10ps
module  CONV(
  input		clk,
  input		reset,
  output	reg	busy,	
  input		ready,	  
  output reg	[11:0] iaddr,
  input		[19:0] idata,	
  output	reg  	cwr,
  output	reg [11:0]	caddr_wr,
  output	reg signed [19:0] 	cdata_wr,
  output	reg crd,
  output	reg[11:0] 	caddr_rd,
  input	  [19:0]	cdata_rd,
  output	reg [2:0] 	csel
);
integer i;
reg [5:0] window_x,window_y;
reg signed [19:0] op1;
reg [3:0] conv_cnt;
reg signed [19:0] kernel1[0:8];
reg signed [44:0] conv_out1;
wire signed [44:0] conv_out2;
wire signed [20:0] conv_out3; 
always@(posedge reset or posedge clk) begin
  if (reset)begin
    kernel1[0] = 20'h0A89E;
    kernel1[1] = 20'h092D5;
    kernel1[2] = 20'h06D43;
    kernel1[3] = 20'h01004;
    kernel1[4] = 20'hF8F71;
    kernel1[5] = 20'hF6E54;
    kernel1[6] = 20'hFA6D7;
    kernel1[7] = 20'hFC834;
    kernel1[8] = 20'hFAC19;
  end
end
reg [2:0] ns,cs; 
parameter INIT =3'b000; 
parameter MOVE=3'b001;
parameter CONV=3'b010;
parameter MAXPOOL=3'b011;
parameter LAYRER_0_FINISH=3'b100;
parameter MAXPOOL_STORE=3'b101;
always@(posedge clk or posedge reset)
begin
    if(reset)
        cs <= INIT ;
    else
        cs <= ns ;
end
always@(*)
begin
    case(cs)
        INIT:
            ns=MOVE;             
        MOVE:
			ns =CONV;
		CONV:
			if(conv_cnt == 4'd10 && (&caddr_wr)) 
				ns=LAYRER_0_FINISH;
			else if(conv_cnt == 4'd10)
				ns=MOVE;
			else
				ns=CONV;
    	LAYRER_0_FINISH:
            ns=MAXPOOL;
    	MAXPOOL:
            if(conv_cnt==4'd4)
                ns = MAXPOOL_STORE;
            else
                ns = MAXPOOL;
    	MAXPOOL_STORE:
            ns=MAXPOOL;
    	default:
            ns=INIT;
    endcase
end
always@(posedge reset or posedge clk) begin
  if (reset)begin
	window_x <= 6'd63;
	window_y <= 6'd63;
  end
  else if(ns == MOVE && (&window_x))begin
	window_x <= 6'd0;
	window_y <= window_y + 6'd1;
  end
  else if(ns == MOVE)begin
	window_x <= window_x + 6'd1;
	window_y <= window_y;
  end
  else begin
	window_x <= window_x;
	window_y <= window_y;
  end
end
always@(posedge reset or posedge clk) begin
  	if (reset)
		conv_cnt <= 0;
  	else if(ns == MOVE)
		conv_cnt <= 4'd15;
	else if(ns == LAYRER_0_FINISH || ns == MAXPOOL_STORE)
		conv_cnt <= 4'd0;
  	else if(ns == CONV || ns == MAXPOOL)
		conv_cnt <= conv_cnt + 4'd1;
end
always@(posedge reset or posedge clk) begin
  if (reset)begin
    busy <= 0;
  end
  else if(cs == MAXPOOL_STORE && caddr_wr == 1023)begin
    busy <= 0;
  end
  else if(cs==INIT)begin
    busy <= 1;
  end
end
always@(posedge reset or posedge clk) begin
  if (reset)begin
    cwr <= 1'b0;
  end
  else if(ns == MOVE || ns == LAYRER_0_FINISH)begin
    cwr <= 1'b1;
  end
  else if(ns == MAXPOOL_STORE)begin
    cwr <= 1'b1;
  end
  else begin
    cwr <= 1'b0;
  end
end
always@(posedge reset or posedge clk) begin
  if (reset)begin
    csel <= 2'b00;
  end
  else if(ns == CONV || ns == MOVE || ns == LAYRER_0_FINISH)begin
    csel <= 2'b01;
  end
  else if(ns == MAXPOOL)begin
    csel <= 2'b01;
  end
  else if(ns == MAXPOOL_STORE)begin
    csel <= 2'b11;
  end
end
always@(posedge reset or posedge clk) begin
  if (reset)begin
    caddr_wr <= 0;
  end
  else if(ns == CONV)begin
    caddr_wr <= {window_y,window_x};
  end
  else if(ns == MAXPOOL_STORE && caddr_rd == 65)begin
    caddr_wr <= 0;
  end
  else if(ns == MAXPOOL_STORE)begin
    caddr_wr <= caddr_wr + 1;
  end
end
always@(posedge reset or posedge clk)begin
	if(reset)
		op1 <= 0;
	else if(ns==CONV && conv_cnt<4'd9)begin 
		case (conv_cnt)
			4'd0:begin
				if(window_x == 6'd0 || window_y == 6'd0)
					op1 <= 0;
				else
					op1 <= idata;
			end 
			4'd1:begin
				if(window_y == 6'd0)
					op1 <= 0;
				else
					op1 <= idata;
			end
			4'd2:begin
				if(window_x == 6'd63 || window_y == 6'd0)
					op1 <= 0;
				else
					op1 <= idata;
			end
			4'd3:begin
				if(window_x == 6'd0)
					op1 <= 0;
				else
					op1 <= idata;
			end
			4'd4:begin
				op1 <= idata;
			end
			4'd5:begin
				if(window_x == 6'd63)
					op1 <= 0;
				else
					op1 <= idata;
			end
			4'd6:begin
				if(window_x == 6'd0 || window_y == 6'd63)
					op1 <= 0;
				else
					op1 <= idata;
			end
			4'd7:begin
				if(window_y == 6'd63)
					op1 <= 0;
				else
					op1 <= idata;
			end
			4'd8:begin
				if(window_x == 6'd63 || window_y == 6'd63)
					op1 <= 0;
				else
					op1 <= idata;
			end
			default: 
				op1 <= 0;
		endcase
  end
	else
		op1 <= 0;
end
always@(posedge reset or posedge clk)begin
	if(reset)
		conv_out1 <= 0;
	else if(ns==CONV && conv_cnt != 4'd0 && conv_cnt<4'd10) 
		conv_out1 <= conv_out1 + op1*kernel1[conv_cnt-1];
	else
		conv_out1 <= 0;
end
assign  conv_out2 = conv_out1 + {20'h01310,16'h0};
assign  conv_out3 = conv_out2[35:15]+20'd1; 
always@(posedge reset or posedge clk) begin
  if (reset)begin
    cdata_wr <= 0;
  end
  else if(ns == MOVE || ns == LAYRER_0_FINISH)begin
		if(conv_out2[35])
			cdata_wr <= 20'd0 ;
		else
			cdata_wr <= conv_out3[20:1] ; 
	end
  else if(ns == MAXPOOL && conv_cnt == 4'd0)begin
    cdata_wr <= cdata_rd;
  end
  else if(ns == MAXPOOL && cdata_wr < cdata_rd)begin
    cdata_wr <= cdata_rd;
  end
end
always@(posedge reset or posedge clk) begin
  	if(reset)
    	iaddr <= 0;
	else if(ns == CONV)begin
		case(conv_cnt)
			4'd15: iaddr <= {window_y-6'd1,window_x-6'd1};
			4'd0:  iaddr <= {window_y-6'd1,window_x};
			4'd1:  iaddr <= {window_y-6'd1,window_x+6'd1};
			4'd2:  iaddr <= {window_y,window_x-6'd1};
			4'd3:  iaddr <= {window_y,window_x};
			4'd4:  iaddr <= {window_y,window_x+6'd1};
			4'd5:  iaddr <= {window_y+6'd1,window_x-6'd1};
			4'd6:  iaddr <= {window_y+6'd1,window_x};
			4'd7:  iaddr <= {window_y+6'd1,window_x+6'd1};
			default: iaddr <= 12'd0;
		endcase
	end
end
always@(posedge reset or posedge clk) begin
  	if(reset)
    	caddr_rd <= 0;
	else if (ns == LAYRER_0_FINISH)begin
		caddr_rd <= 0;
	end
  	else if(ns == MAXPOOL)begin
    	case (conv_cnt)
    	  4'd0: caddr_rd <= caddr_rd+1;
    	  4'd1: caddr_rd <= caddr_rd+63;
    	  4'd2: caddr_rd <= caddr_rd+1;
    	  4'd3:begin 
    	    if(&caddr_rd[6:0])
    	      caddr_rd <= caddr_rd +1;
    	    else
    	      caddr_rd <= caddr_rd-63;
    	  end
    	  default: caddr_rd <= caddr_rd;
    	endcase
  end
end
always@(posedge reset or posedge clk) begin
  if (reset)begin
    crd <= 0;
  end
  else if(ns == CONV || ns == MAXPOOL)begin
    crd <= 1;
  end
  else begin
    crd <= 0;
  end
end
endmodule
==> reports/metrics.csv <==
metric;value;unit
regArea;0.00349;mm²
layoutNonFillerInstCount;3893;
die_h;287;µm
htree_levels;4;
setup_viol;0;
vias;18200;
initialDrtViolationCount;894;
cts_root_buffer;clkbuf_16;
viasPerCell;4.69;
drive_gt1_frac;0.0491;
wl;60600;µm
grt_usage;0.161;
gp_congestion;0.904;
die_w;287;µm
crit_path_top_delay_cell;fa_1;
status;finished, final reports clean;
use_met2;0.261;
worstMarginPinSlew;959;ps
finalCritPeriodShare;0.696;
end_kind;flop;
dp_hpwl;47900;µm
ff_type;dfrtp_1;
clk_latency;460;ps
cts_made_buffers;17;
clkTransAtPathRegs;70;ps
n_fill_cell;8329;
ant_nets;0;
route.detailed.drc;0;
synth-edff-count;0;
clock-sinks;139;
ys_seq_frac;0.143;
tool_warnings;41;
hold_viol;0;
top_area_frac;0.345;
overflow;0;
portBuffers;102;
cts_setup_buffers;0;
dieArea;0.0824;mm²
logic_area;0.0179;mm²
top_cells_by_count;inv_1 (663), fa_1 (420), nand2_1 (270);
synth_area;0.0244;mm²
slew_headroom;0.357;
post_drt_wl_per_cell;15.6;µm
rsz0062_at_grt;no;
postSynthAreaPerCell;8.82;µm²
syn_inst;2764;
max_stage_delay;530;ps
cp.required;13290;ps
syn2layout_area_growth;11.6;%
initial_core_util;0.303;
maxCapViolCount;0;
min_path_type;flop to flop;
fin_skew;17.5;ps
numSynthFlops;139;
drt_first_pass_iters;5;
cts_max_path_buffers;2;
yosys-stat-area;0.0244;mm²
topCellsByArea;fa_1 (34%), dfrtp_1 (13%), inv_1 (10%);
fin_setup_tns;0;ps
grt_pass1_vias;18700;
period_minus_slack;8980;ps
grt_use_met3;0.0528;
post-place-cells;3858;
io-pin-count;105;
yosysTopAreaCell;fa_1;
busiest_layer;met2;
use_met1;0.220;
fmax;111;MHz
grt_pass1_wl;101000;µm
final_max_slew_viol_count;0;
arrival;9370;ps
cts_tree;done;
rows;104;
start_kind;flop;
critPathKind;flop to flop;
crit_path_max_fanout;37;
synth.most_common_cell;inv_1;
antenna_found_initial;10;
yosys_warnings;2;
core;0.0804;mm²
synth_cell_type_count;95;
grt_start_max_net_pins;54;
ys_async_sr_fraction;1.00;
ctsHoldBuffers;0;
post_cts_resize_count;0;
ys_cells;2764;
layer usage:
metal | share of wire | up-vias
met4 | 0.017 | 12
met5 | 0.0015 | -
met2 | 0.49 | 436
li1 | - | 8655
met3 | 0.071 | 71
met1 | 0.42 | 9069
placed cells by master, fill, tap and decap left out, types with 34 or more instances in the layout:
cell | Yosys | final
xnor2_1 | 60 | 60
nand3_1 | 34 | 34
buf_4 | 3 | 54
nor2b_1 | 70 | 70
inv_1 | 663 | 662
fa_1 | 420 | 420
and2_1 | 137 | 137
clkdlybuf4s50_1 | 0 | 102
a21oi_1 | 78 | 78
o21ai_0 | 84 | 82
ha_1 | 160 | 160
nor3_1 | 38 | 37
dfrtp_1 | 126 | 126
nand2_1 | 270 | 270
nor2_1 | 108 | 107
path summary, 6_finish.rpt:
| check | from | endpoint | slack, ps | cells past startpoint |
|---|---|---|---|---|
| max in group asynchronous | reset | op1[0] | 9280 | 3 |
| max | conv_cnt[2] | conv_out1[32] | 3920 | 31 |
| min reg2reg | cs[3] | cs[2] | 460 | 2 |
| max reg2reg | conv_cnt[2] | conv_out1[32] | 3920 | 31 |
| min | cs[3] | cs[2] | 460 | 2 |
| min in group asynchronous | reset | crd | 2550 | 2 |
flip-flops by register name (all words and copies together) (netlist names):
signal     flops
busy           1
window_x       6
window_y       6
conv_out1     36
iaddr         12
cwr            1
op1           20
cs             6
conv_cnt       4
caddr_rd      12
caddr_wr      12
cdata_wr      20
csel           2
crd            1
per-stage QoR:
| stage | utilization | cell area [µm²] | hold WS [ps] | worst slack [ps] |
|---|---|---|---|---|
| global placement | 0.331 | 26600 | 446 | 3930 |
| global route | 0.338 | 27200 | 501 | 3290 |
| detailed placement | 0.331 | 26600 | 440 | 3880 |
| finish | 0.338 | 27200 | 457 | 3920 |
| floorplan | - | 24400 | 413 | 4650 |
| CTS | 0.338 | 27200 | 465 | 3850 |
layout make-up:
cell class / instances / share of cell area
Antenna cell: 3 / 0.000276
Clock buffer: 18 / 0.0161
Clock inverter: 14 / 0.00473
Inverter: 663 / 0.0916
Multi-Input combinational cell: 1840 / 0.658
Sequential cell: 139 / 0.128
Tap cell: 1060 / 0.0487
Timing Repair Buffer: 156 / 0.0524
critical path: cells and delay by family, from the launching register on:
family	cells	cell delay, ps
AND-OR/OR-AND	5	960
XOR/XNOR	1	370
adder cells (fa/ha/maj)	8	3630
buffers and inverters	9	1340
flip-flops	1	510
AND/OR/NAND/NOR	8	2080
kinds of logic (layout without fill, tap and decap cells):
family                   after synthesis  after routing  share of synthesized area
buffers and inverters                786            851                      0.124
AND/OR/NAND/NOR                      777            777                      0.163
adder cells (fa/ha/maj)              580            580                      0.427
AND-OR/OR-AND                        390            390                      0.108
flip-flops                           139            139                      0.143
XOR/XNOR                              90             90                     0.0343
other                                  1              5                   0.000154
multiplexers                           1              1                   0.000411
