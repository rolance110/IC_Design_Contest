File: config.mk
export PLATFORM = sky130hd
export DESIGN_NAME = JAM
export DESIGN_NICKNAME = JAM
export VERILOG_FILES = /design/flow/design.v
export SDC_FILE = /design/flow/constraint.sdc
export NUM_CORES = 4
export LEC_CHECK = 1
export CORE_UTILIZATION = 50
File: constraint.sdc
current_design JAM

set clk_period 7.3
set clk_io_pct 0.2

create_clock -name clk0 -period $clk_period [get_ports {CLK}]

set non_clock_inputs [all_inputs -no_clocks]
set_input_delay [expr $clk_period * $clk_io_pct] -clock clk0 $non_clock_inputs
set_output_delay [expr $clk_period * $clk_io_pct] -clock clk0 [all_outputs]
File: design.v
module JAM (
input CLK,
input RST,
output reg [2:0] W,
output reg [2:0] J,
input [6:0] Cost,
output reg [3:0] MatchCount,
output reg [9:0] MinCost,
output reg Valid );
reg [3:0] change_point_index;
reg [2:0] bigger_min_index;
reg [2:0] temp;
integer i,j,p,u,q;
reg [2:0] ar [7:0] ; 
reg [9:0] sum;
reg [2:0] temp1 ;
reg [2:0] WJ_cnt;
reg [3:0] change_max_time;
reg change_state;
reg [3:0] cnt;
reg [3:0] ns,cs; 
parameter INIT =4'd0; 
parameter FIND_C=4'd1;
parameter FIND_M=4'd2;
parameter CHANGE=4'd3;
parameter FLIP=4'd4;
parameter COST=4'd5;
parameter COMPARE=4'd6;
parameter FINISH=4'd7;
parameter WAIT2=4'd9;
parameter WAIT3=4'd10;
parameter WAIT4=4'd11;
always@(posedge CLK or posedge RST)
begin
    if(RST)
        cs <= INIT ;
    else
        cs <= ns ;
end
always@(*)
begin
    case(cs)
        INIT:
             ns = COST;            
        FIND_C:
            if(change_point_index==8)
                ns = FINISH;
            else if(change_point_index==6)
                ns = CHANGE;
            else
                ns = FIND_M;
        FIND_M:
            if(cnt==8)
                ns = CHANGE;
            else
                ns = FIND_M;
        CHANGE:
            if(change_point_index ==6)
                ns = COST;
            else
                ns = FLIP;
        FLIP:
            ns = COST;
        COST:
            if(WJ_cnt == 3'd7)
                ns = WAIT3;
            else
                ns = COST;
        WAIT3:
            ns = WAIT4;
        WAIT4:
            ns = COMPARE;
        COMPARE:
            ns = FIND_C;
        FINISH:
            ns = FINISH;
        default:
            ns=INIT ;
    endcase
end
always@(posedge RST or posedge CLK) begin
    if (RST)begin
        change_max_time <= 0;
    end
    else if(ns == FIND_M)begin    
        change_max_time <= (4'd7-change_point_index)>>1;
    end
end
always@(posedge RST or posedge CLK) begin
    if (RST)begin
        Valid <= 1'd0;
    end
    else if(ns == FINISH)begin
        Valid <= 1'd1;
    end
end
always@(posedge RST or posedge CLK) begin
    if (RST)begin
        bigger_min_index <= 3'd0;
    end
    else if(ns == COMPARE)begin
        bigger_min_index <= 8;
    end
    else if(ns == FIND_C)begin
        for(q=0;q<7;q=q+1)begin
            if(ar[q+1]>ar[q])begin
                bigger_min_index <= q+1;
            end
        end
    end
    else if(ns==FIND_M && (ar[bigger_min_index] > ar[cnt])  && (ar[cnt] > ar[change_point_index]))begin  
        bigger_min_index <=  cnt;
    end
end
always@(posedge CLK or posedge RST) begin
    if (RST)begin
        cnt <= 0;
    end
    else if(ns == COMPARE)begin
        cnt <= 8; 
    end
    else if(ns == FIND_C)begin
        for(u=0;u<7;u=u+1)begin
            if(ar[u+1]>ar[u])begin
                cnt <= u+2;
            end
        end
    end
    else if(ns == FIND_M)begin
        cnt <= cnt +1;
    end 
end
always@(posedge CLK or posedge RST) begin
    if (RST)begin
        change_point_index <= 0;
    end
    else if(ns == COMPARE)begin
        change_point_index <= 8; 
    end
    else if(ns == FIND_C)begin
        for(p=0;p<7;p=p+1)begin
            if(ar[p+1]>ar[p])begin
                change_point_index <= p;
            end
        end
    end 
end
always@(posedge RST or posedge CLK) begin
    if (RST)begin
        for(i=0;i<8;i=i+1)begin
            ar[i] <= i;
        end 
    end
    else if (ns == CHANGE)begin  
        ar[bigger_min_index] <= ar[change_point_index];
        ar[change_point_index] <= ar[bigger_min_index];
    end
    else if(ns == FLIP)begin
        for(i=0;i<8;i=i+1)begin
            if(i<change_max_time)begin
                ar[change_point_index+1+i] <= ar[7-i]; 
                ar[7-i] <= ar[change_point_index+1+i];
            end
        end
    end
end
always@(posedge RST or posedge CLK) begin
    if (RST)begin
        WJ_cnt <= 0;
    end
    else if(ns == COMPARE)begin
        WJ_cnt <= 0;
    end
    else if(ns == COST)
        WJ_cnt <= WJ_cnt + 1;
    else
        WJ_cnt <= WJ_cnt;    
end
always@(posedge RST or posedge CLK) begin
    if (RST)begin
        W <= 3'd0;
    end
    else if(ns == COST || cs ==COST)begin
        W <= WJ_cnt;
    end
end
always@(posedge RST or posedge CLK) begin
    if (RST)begin
        J <= 3'd0;
    end
    else if(ns == COST || cs == COST)begin
        J <= ar[WJ_cnt];
    end
end
always@(posedge RST or posedge CLK) begin
    if (RST)begin
        sum <= 10'd0;
    end
    else if(WJ_cnt == 0 && ns == COST)begin  
        sum <= 0;
    end
    else if(ns == COST||cs == COST||ns==WAIT4)begin                  
        sum <= sum + Cost;
    end
end
always@(posedge RST or posedge CLK) begin
    if (RST)begin
        MinCost <= 10'd1023;
    end
    else if(ns == COMPARE && MinCost > sum)begin
        MinCost <= sum;
    end
end
always@(posedge RST or posedge CLK) begin
    if (RST)begin
        MatchCount <= 4'd0;
    end
    else if(ns == COMPARE && MinCost > sum)begin
        MatchCount <= 4'd1;
    end
    else if(ns == COMPARE && MinCost == sum)begin
        MatchCount <= MatchCount + 4'd1;
    end
end
endmodule
File: run.sh
#!/bin/bash
# OpenROAD 26Q1-2900-gdf79404cd8, Yosys 0.63+post, stock flow scripts
make -C /OpenROAD-flow-scripts/flow DESIGN_CONFIG=/design/flow/config.mk WORK_HOME=/design/flow/orfs finish
==> GITHUB_STEP_SUMMARY <==
## PnR job results

| Metric | Value |
|---|---|
| Final Critical Period | `4.50 ns` |
| Tool warning count | `43` |
| Clk latency of the worst-skew pair | `0.35 ns` |
| CTS H-tree depth | `3` |
| Post-synthesis instance total | `1264` |
| Fin Setup TNS | `0 ns` |
| XOR/XNOR Area Share | `0.908%` |
| Hold depth | `0` |
| F_max | `222 MHz` |
| DP Worst Slack | `2.96 ns` |
| Row count | `50` |
| RSZ-0062 raised after global routing | `false` |
| Reg2reg path depth | `13` |
| LEAKAGE | `4.28 nW` |
| Antenna Nets Post-Route | `0` |
| Dpl hpwl | `25900 um` |
| Yosys stat cell total | `1264` |
| Area grow syn2layout | `7.93%` |
| Outcome | `completed` |
| VDD IR-drop max | `0.000203 V` |
| PostCTS Resize Cnt | `0` |
| Comb area leader | `AND-OR/OR-AND gates` |
| Filler Cell Count | `1782` |
| Fin crit share | `61.7%` |
| Crit path launch type | `register` |
| Top cells by area | `dfrtp_1 15%, ha_1 9.2%, dfstp_2 6.3%` |
| Drt initial violations | `1147` |
| Residual DRC | `0` |
| Arrival time at the worst endpoint | `4.73 ns` |
| Yosys Warn Count | `2` |
| Hold Vio Cnt, Final | `0` |
| Clk slew on worst S/H paths | `0.06 ns` |
| Count of input and output buffers | `29` |
| Die span in x | `141 um` |
| Largest fanout on the critical path | `22` |
| Top cells by count, synth | `131 x nand2_1, 95 x a21oi_1, 95 x clkbuf_1` |
| Post-CTS Setup Repair Bufs | `0` |
| Wirelength per Cell | `26.7 um` |
| Via density | `7.07` |
| Async S/R FF share, synth | `100%` |
| Power Density | `495 nW/um2` |
| FF-to-FF Start | `change_point_index[2]` |
| Final Max Slew Viols | `0` |
| Critical path class | `register to register` |
| Synth Seq Share | `21.6%` |
| Number of enable flip-flop cells | `0` |
| Mapped cell area | `9650 um2` |
| CTS max path bufs | `2` |
| Setup crit start | `change_point_index[2]` |
| Top cell type by instance count after synthesis | `nand2_1` |
| Most used DFF post-synth | `dfrtp_1` |
| Initial antenna violation count | `0` |
| Vias in the first global route | `9758` |
| Mux area share | `8.61%` |
| First-pass GRT wire length | `60300 um` |
| CTS sink count | `82` |
| Io pins | `30` |
| Final WS setup | `2.80 ns` |
| Overall global routing resource usage | `41.8%` |
| Crit path DRT | `7.53 ns` |
| # Max-Cap Violations | `0` |
| Global route overflow | `0` |
| Critical Path Sink Type | `register` |
| Total CTS buffers | `9` |
| Die area | `19900 um2` |
| Floorplan Utilization | `51.2%` |
| # setup viols final | `0` |
| TritonCTS clock tree | `built` |
| FF-to-FF setup slack | `2.80 ns` |
| Number of antenna diodes | `0` |
| Share of cells above drive strength 1 | `10.8%` |
| Least-Margin Pin Slew | `1.01 ns` |
| Vias | `10500` |
| Total wire length | `39700 um` |
| CTS hold repair buffers | `0` |
| Clock root cell | `clkbuf_16` |
| FF-to-FF End | `bigger_min_index[1]` |
| Final core utilization | `55.3%` |
| Yosys cell types | `84` |
| Drt pass-1 iters | `6` |
| Die height | `141 um` |
| Avg Synthesized Cell Area | `7.63 um2` |
| Chip Area, Yosys | `9650 um2` |
| Adder Area Share | `9.42%` |
| Slew HR | `32.3%` |
| Yosys aoi share | `33.2%` |
| Seq cells post-synth | `82` |
| Post-DP Area | `10100 um2` |
| Min-delay worst type | `register to register` |
| Area share, top type | `15.3%` |
| CORE AREA | `18800 um2` |
| Simple-Gate Area Share | `18.9%` |
| Finished Cell Area | `10400 um2` |
| Crit path to | `bigger_min_index[1]` |
| Largest net degree at the start of global routing | `53` |
| Largest area contributor in the netlist | `dfrtp_1` |
| RD Place Congestion | `1.01` |
| Layout Skew | `0.0121 ns` |
==> critical path, stage by stage (launching register included) <==
cell and delay (ns):
dfrtp_1 0.72, inv_1 0.26, ha_1 0.55, or4_1 0.56
nand2b_1 0.23, a21oi_1 0.40, inv_1 0.15, ha_1 0.34
nor2b_1 0.13, o21a_1 0.16, o21ai_0 0.15, o21ai_0 0.12
a21oi_2 0.24, mux2_2 0.36
==> metal layers <==
metal	wire (um)	global-route usage [%]	vias up	share of wire (%)
li1	-	-	4714	-
met3	4790	11.4	239	12
met4	2840	23.8	0	7.2
met5	0	0	-	0
met2	16600	61.2	718	42
met1	15500	56.6	4859	39
==> how the worst min path moves through the flow <==
stage	start	end	slack (ns)
6_report	cs[4]	cs[5]	0.38
5_1_grt	cs[4]	cs[5]	0.40
4_1_cts	cs[4]	cs[5]	0.39
==> registers in the layout (all words and copies together), names as in the netlist <==
signal,count
ar,24
MinCost,10
cs,10
sum,10
MatchCount,4
change_point_index,4
cnt,4
J,3
WJ_cnt,3
W,3
bigger_min_index,3
change_max_time,3
Valid,1
==> layout by cell type (no fill, tap or decap), types with 6 or more instances in the layout <==
cell and count:
or2_2 6, mux2_2 20, o22ai_1 21, a21oi_1 95, o2111ai_1 7, a221o_1 7, and3_1 15, o221ai_1 10
a2111oi_0 10, o21a_1 7, a221oi_1 28, o211ai_1 27, o21ai_0 85, and2_1 6, a21o_1 10, a22oi_1 18
or3_1 12, a211oi_1 23, dfrtp_1 59, dfstp_2 23, mux2i_1 41, nand3_1 52, nor2_1 81, clkbuf_16 9
ha_1 71, nor3_1 21, a31oi_1 20, mux2_4 10, buf_4 34, a31o_2 8, a222oi_1 15, a32oi_1 10
nor4_1 6, inv_1 68, a22o_1 6, clkdlybuf4s50_1 29, or4_1 7, nand2_1 131, nor2b_1 19, o31ai_1 10
==> power breakdown <==
| group | switching [mW] | internal, mW |
|---|---|---|
| Combinational | 2.27 | 1.29 |
| Clock | 0.211 | 0.306 |
| Sequential | 0.440 | 0.631 |
| Total | 2.92 | 2.23 |
==> cells by family (layout without fill, tap and decap cells) <==
logic type               Yosys count  after routing
AND/OR/NAND/NOR                  380            380
multiplexers                      73             73
buffers and inverters            183            148
adder cells (fa/ha/maj)           72             72
other                              1              1
AND-OR/OR-AND                    463            463
XOR/XNOR                          10             10
flip-flops                        82             82
==> layout make-up <==
type                    instances  area (um2)  share of cell area (%)
inverters                      69         260                    2.50
clock inverters                 6        98.8                   0.950
repair buffers                 63         546                    5.24
flip-flops and latches         82        2080                    20.0
well taps                     260         325                    3.12
multi-input cells             999        6870                    66.0
clock buffers                  10         229                    2.20
==> metrics by stage <==
stage	power (mW)	hold slack [ns]	instances
final	5.15	0.379	1489
after floorplan	3.26	0.346	1264
after global routing	5.45	0.402	1489
after global placement	4.45	0.361	1473
after CTS	4.99	0.385	1489
after detailed placement	4.45	0.368	1473
Power is estimated from default activity; no workload was simulated.
