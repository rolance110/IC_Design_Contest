==> /design/flow/design.v <==
module SME(clk,reset,chardata,isstring,ispattern,valid,match,match_index);
input clk;
input reset;
input [7:0] chardata;
input isstring;
input ispattern;
output match;
output [4:0] match_index;
output valid;
reg [2:0] next_state;
reg [2:0] current_state;
reg [7:0]index_string[31:0];
reg [7:0]index_pattern[7:0];
reg valid;
reg match;
reg [4:0]match_index;
integer a,b,i,j;
parameter IDLE = 3'd0;
parameter STRING = 3'd1;
parameter PATTERN = 3'd2;
parameter SME = 3'd3;
parameter FINISH = 3'd4;
parameter WAIT1 = 3'd5;
parameter WAIT2 = 3'd6;
parameter WAIT3 = 3'd7;
always@(posedge clk or posedge reset)begin
if(reset)
current_state <= IDLE;
else 
current_state <= next_state;
end
always@(*)begin
case(current_state)
    IDLE:
        if(isstring)
            next_state = STRING;
        else
            next_state = IDLE; 
    STRING:
        if(isstring)
            next_state = STRING;
        else if(ispattern)
            next_state = PATTERN;
        else
            next_state =  STRING;
    PATTERN:
        if(ispattern)
            next_state = PATTERN;
        else 
            next_state = WAIT1;
    WAIT1:
        next_state = WAIT2;
    WAIT2:
        next_state = WAIT3;
    WAIT3:
        next_state = SME;
    SME:
        if(i == b || j == a)
            next_state = FINISH;
        else 
            next_state = SME;
    FINISH:
        if(isstring)
            next_state = STRING;
        else if(ispattern)
            next_state = PATTERN;
        else
            next_state = FINISH;
    default:
        next_state = IDLE;
endcase
end
always@(posedge clk or posedge reset)begin
if(reset)valid <=0;
else if(current_state == FINISH && next_state == FINISH)
valid <= 1;
else
valid <=0;
end
integer x;
always@(posedge clk or posedge reset)begin
if(reset)begin
    for(x=0;x<64;x=x+1)begin
        index_string[x] <= 0;
    end
    a <= 0;
end
else if(current_state == FINISH && isstring == 1)begin
    a <= 1;
    for(x=1;x<64;x=x+1)begin
        index_string[x] <= 0;
    end
    index_string[0] <= chardata;
end
else if(next_state == STRING)begin
index_string[a] <= chardata;
a <= a+1;
end
end
reg [1:0] ctr3;
always@(posedge reset or posedge clk) begin
    if (reset)begin
        ctr3 <= 3;
    end
    else if (next_state==WAIT1)
        ctr3 <= 0;
    else if(ctr3<3)begin
        ctr3 <= ctr3+1;
    end
    else begin
        ctr3 <= ctr3;
    end
end
integer y;
always@(posedge clk or posedge reset)begin
    if(reset)begin
        for(y=0;y<256;y=y+1)begin
            index_pattern[y] <= 0;
        end
    b <= 0;
    end
    else if(current_state == FINISH && ispattern ==0)begin
        b <= 0;
        for(y=0;y<256;y=y+1)begin
            index_pattern[y] <= 0;  
        end
    end
    else if(next_state == PATTERN)begin
        index_pattern[b] <= chardata;
        b <= b+1;
    end
    else if(ctr3==0 &&index_pattern[0] == 8'h5E)begin
        index_pattern[0] <= 8'h20;
    end
    else if(ctr3==1 && index_pattern[b-1] == 8'h24)begin
        index_pattern[b-1] <= 8'h20;
    end
end
always@(posedge clk or posedge reset)begin
    if(reset)begin
        i <= 0;
        j <= 0;
    end
    else if(current_state == FINISH)begin
        i <= 0;
        j <= 0;
    end
    else if(next_state == SME)begin    
        if((i <= b && j <= a) || (i != a && index_pattern[i+1] != 8'd20))begin
            if(((index_pattern[i] == index_string[j]) || index_pattern[i] == 8'h2E))begin
                i <= i+1;   
                j <= j+1;
            end
            else if(i!=0)begin
                i <= 0;
                j <= j-i+1;
            end
            else begin
                i <= 0;         
                j <= j+1;
            end
        end
    end
end
always@(posedge clk or posedge reset)begin
if(reset)begin
match <= 0;
end
else if(current_state == FINISH)begin
    if((i+1)==b && index_pattern[b-1]==8'h20)   
        match <= 1;
    else if(i==b && i!=0)
        match <= 1;
    else
        match <= 0;
    end
end
always@(posedge clk or posedge reset)begin
    if(reset)begin
        match_index <= 0;
    end
    else if(next_state == FINISH)begin
        if((i+1)==b && index_pattern[b-1]==8'h20 && index_pattern[0]==8'h20)
            match_index <= j-i+1;
        else if((i+1)==b && index_pattern[b-1]==8'h20)  
            match_index <= j-i;
        else if(i==b && index_pattern[0]==8'h20)   
            match_index <= j-i+1;
        else if(i == b)
            match_index <= j-i;
    end
end
endmodule
==> /design/flow/run.sh <==
#!/bin/bash
# OpenROAD 26Q1-2900-gdf79404cd8, Yosys 0.63+post, stock flow scripts
make -C /OpenROAD-flow-scripts/flow DESIGN_CONFIG=/design/flow/config.mk WORK_HOME=/design/flow/orfs finish
==> /design/flow/config.mk <==
export PLATFORM = sky130hd
export DESIGN_NAME = SME
export DESIGN_NICKNAME = SME
export VERILOG_FILES = /design/flow/design.v
export SDC_FILE = /design/flow/constraint.sdc
export NUM_CORES = 4
export LEC_CHECK = 1
export CORE_UTILIZATION = 50
==> /design/flow/constraint.sdc <==
current_design SME

set clk_period 8.3
set clk_io_pct 0.2

create_clock -name clk0 -period $clk_period [get_ports {clk}]

set non_clock_inputs [all_inputs -no_clocks]
set_input_delay [expr $clk_period * $clk_io_pct] -clock clk0 $non_clock_inputs
set_output_delay [expr $clk_period * $clk_io_pct] -clock clk0 [all_outputs]
==> impl_metrics.csv <==
group,metric,value,unit
synthesis,synth_area,30400,µm²
clock_network,cts_setup_buffers,0,
synthesis,synth_flops,465,
global_route,initial_antenna_violation_count,5,
synthesis,ys_seq_share,0.383,
worst_setup_path,critical_path.max_fanout,55,
final_timing,grt_setup_unrepaired,"false",
synthesis,synth.yosys.warnings,3,
clock_network,clock_tree.htree_level_count,2,
clock_network,insertion_delay_of_the_later_clocked_pin_in_the_worst_skew_pair,630,ps
global_route,grt_pass1_wl,165,mm
final_timing,slew-limit-headroom,0.324,
clock_network,clk_pin_slew,60,ps
clock_network,ctsLongestPathBuffers,3,
synthesis,synthCells,3362,
synthesis,ff_type,"sky130_fd_sc_hd__dfrtp_1",
floorplanning,row_count,90,
floorplanning,initial_core_util,0.505,
global_route,global_route_usage_sum,0.366,
layout,fin_area,33100,µm²
final_timing,timing.final.hold_violations,0,
worst_setup_path,critical_path_class,"reg -> reg",
placed_design,placed_cells,4004,
detailed_routing,drt-vias-per-instance,6.47,
synthesis,synth_chip_area,30400,µm²
worst_setup_path,required,8790,ps
hold_path,holdCritPathClass,"reg -> reg",
detailed_routing,wire_per_inst,26.3,µm
placed_design,place.gp.congestion,1.01,
layout,layout_top_cell,"sky130_fd_sc_hd__dfrtp_1",
global_route,grt_pass1_vias,25600,
final_timing,final.setup_skew,41.1,ps
power,switchingPower,0.00116,W
power,power.combinational.fraction,0.030,
final_timing,timing.final.max_slew_violations,0,
synthesis,ys_cells,3362,
detailed_routing,initialDrtViolationCount,2400,
power,p_sw_frac,0.235,
final_timing,timing.final.setup_violations,0,
job,warnings,49,
power,pwr_density_cell,150,nW/µm²
detailed_routing,detail_route.first_pass.iterations,8,
clock_network,cts_root_buf,"sky130_fd_sc_hd__clkbuf_16",
clock_network,tritoncts_clock_tree,"built",
final_timing,holdWs,425,ps
layout,most-common-layout-cells,"459 x sky130_fd_sc_hd__dfrtp_1, 375 x sky130_fd_sc_hd__nor2_1, 257 x sky130_fd_sc_hd__nand2_1",
detailed_routing,post-route-drc-count,0,
placed_design,io_buffer_count,18,
floorplanning,die_span_x,249,µm
power,cellInternalPower,0.00379,W
job,max-cap-violations,0,
final_timing,worstMarginPinSlew,1010,ps
synthesis,synth_async_sr_flop_share,1.00,
power,seqPwrFrac,0.460,
final_timing,min_period_over_period,0.646,
synthesis,synth.lib_cells_used.distinct,99,
floorplanning,die_h,249,µm
final_timing,setup-tns-final,0,ps
floorplanning,die_area,61800,µm²
worst_setup_path,worstPathArrival,5850,ps
worst_setup_path,start_kind,"flop",
power,cellLeakagePower,15.1,nW
floorplanning,top_level_ports,19,
final_timing,post-route-min-period,5360,ps
clock_network,cts_repair_resize_count,0,
placed_design,placed_area,31200,µm²
layout,layout-drive-gt1-share,0.0921,
global_route,grt_start_max_net_pins,108,
power,share_clk_of_total_power,0.510,
synthesis,synth.avg_cell_area,9.05,µm²
outcome,status,"finished clean",
placed_design,place_hpwl,76.5,mm
clock_network,clock-sinks,465,
clock_network,tritoncts.num_buffers,54,
power,ir_drop,0.229,mV
synthesis,synth-edff-count,0,
final_timing,achievable-frequency,187,MHz
floorplanning,fp.coreArea,60200,µm²
detailed_routing,post_route_ant_nets,0,
layout,layout.cells.non_filler,4110,
clock_network,cts_hold_repair.buffers,0,
detailed_routing,vias,26600,
global_route,grt_overflow_total,0,
detailed_routing,routed_wl,108,mm
layout,area.growth.synth_to_final,8.89,%
worst_setup_path,end_kind,"flop",
-- layer usage --
layer / track usage / vias to the layer above / part of all wire
met5: 0.0124 / - / 0.0012
met4: 0.0928 / 6 / 0.032
met3: 0.140 / 213 / 0.12
met2: 0.518 / 1325 / 0.43
met1: 0.542 / 13000 / 0.42
li1: - / 12000 / -
-- cell usage after synthesis, types with 15 or more instances --
cell | instances | area share
sky130_fd_sc_hd__mux2i_1 | 232 | 0.076
sky130_fd_sc_hd__and2_1 | 27 | 0.0056
sky130_fd_sc_hd__xnor2_1 | 118 | 0.034
sky130_fd_sc_hd__xor2_1 | 74 | 0.021
sky130_fd_sc_hd__nand3_1 | 153 | 0.025
sky130_fd_sc_hd__nor4_1 | 48 | 0.0099
sky130_fd_sc_hd__o21ai_1 | 15 | 0.0025
sky130_fd_sc_hd__ha_1 | 126 | 0.052
sky130_fd_sc_hd__o21ai_0 | 133 | 0.022
sky130_fd_sc_hd__a21oi_1 | 177 | 0.029
sky130_fd_sc_hd__a22oi_1 | 36 | 0.0089
sky130_fd_sc_hd__a211oi_1 | 24 | 0.0059
sky130_fd_sc_hd__a21o_1 | 23 | 0.0057
sky130_fd_sc_hd__nor2_1 | 377 | 0.047
sky130_fd_sc_hd__a221oi_1 | 26 | 0.0075
sky130_fd_sc_hd__clkbuf_1 | 167 | 0.021
sky130_fd_sc_hd__o31ai_1 | 21 | 0.0052
sky130_fd_sc_hd__dfrtp_1 | 462 | 0.38
sky130_fd_sc_hd__o22ai_1 | 20 | 0.0041
sky130_fd_sc_hd__mux2_2 | 82 | 0.030
sky130_fd_sc_hd__inv_1 | 129 | 0.016
sky130_fd_sc_hd__and3_1 | 50 | 0.010
sky130_fd_sc_hd__a22o_1 | 18 | 0.0052
sky130_fd_sc_hd__nand4_1 | 69 | 0.014
sky130_fd_sc_hd__nor2b_1 | 32 | 0.0066
sky130_fd_sc_hd__nand3b_1 | 15 | 0.0037
sky130_fd_sc_hd__nand2_1 | 257 | 0.032
sky130_fd_sc_hd__a31oi_1 | 26 | 0.0053
sky130_fd_sc_hd__o211ai_1 | 17 | 0.0042
sky130_fd_sc_hd__or3_1 | 24 | 0.0049
sky130_fd_sc_hd__a222oi_1 | 15 | 0.0049
sky130_fd_sc_hd__nor3_1 | 52 | 0.0086
sky130_fd_sc_hd__buf_2 | 36 | 0.0059
-- cells by family (layout without fill, tap and decap cells) --
kind of cell | count (synthesis) | in the layout | share of synthesized area
multiplexers | 330 | 330 | 0.114
other | 0 | 4 | 0
AND/OR/NAND/NOR | 1211 | 1211 | 0.199
adder cells (fa/ha/maj) | 127 | 127 | 0.0525
flip-flops | 465 | 465 | 0.383
AND-OR/OR-AND | 678 | 678 | 0.149
buffers and inverters | 358 | 320 | 0.0470
XOR/XNOR | 193 | 193 | 0.0558
-- critical path, cell delays in order, from the launching register on --
cell,delay [ps]
sky130_fd_sc_hd__dfrtp_1,320
sky130_fd_sc_hd__buf_4,320
sky130_fd_sc_hd__inv_1,170
sky130_fd_sc_hd__ha_1,610
sky130_fd_sc_hd__a21boi_0,300
sky130_fd_sc_hd__a32oi_1,140
sky130_fd_sc_hd__a2111oi_0,400
sky130_fd_sc_hd__o211ai_1,190
sky130_fd_sc_hd__or4b_1,550
sky130_fd_sc_hd__a22oi_1,460
sky130_fd_sc_hd__o22ai_2,110
sky130_fd_sc_hd__buf_4,280
sky130_fd_sc_hd__and2_1,370
sky130_fd_sc_hd__nand2b_2,130
sky130_fd_sc_hd__buf_4,470
sky130_fd_sc_hd__nor3_1,90
sky130_fd_sc_hd__a211o_1,280
-- metrics by stage --
step                utilization  setup slack (ps)  total power [W]
floorplan                     -               348          0.00241
finish                    0.550              2940          0.00496
global route              0.550              2620          0.00510
detailed placement        0.518              2490          0.00247
global placement          0.518              2450          0.00247
CTS                       0.549              3080          0.00500
-- layout make-up --
class	count	area, µm²
Sequential cell	465	11600
Clock buffer	76	1580
Inverter	133	503
Antenna cell	4	10.0
Fill cell	5207	27100
Clock inverter	26	318
Timing Repair Buffer	85	708
Multi-Input combinational cell	2539	17400
Tap cell	782	978
-- flip-flops by register name, summed over array words and instances (netlist names) --
register / count
valid: 1
j: 32
match: 1
index_string: 256
current_state: 8
ctr3: 2
index_pattern: 64
a: 32
match_index: 5
b: 32
i: 32
-- final timing paths --
| check | start | end | slack (ps) | cells past startpoint |
|---|---|---|---|---|
| setup / recovery | i[2]$_DFFE_PP0P_ | i[25]$_DFFE_PP0P_ | 2940 | 16 |
| hold / removal | current_state[5]$_DFF_PP0_ | current_state[3]$_DFF_PP0_ | 430 | 0 |
| setup reg to reg | i[2]$_DFFE_PP0P_ | i[25]$_DFFE_PP0P_ | 2940 | 16 |
| hold reg to reg | current_state[5]$_DFF_PP0_ | current_state[3]$_DFF_PP0_ | 430 | 0 |
| max in group asynchronous | reset | a[28]$_DFFE_PP0P_ | 4800 | 4 |
| min in group asynchronous | reset | index_string[4][7]$_DFFE_PP0P_ | 1440 | 2 |
-- power by group through the flow --
stage | clock [W] | combinational (W) | sequential [W]
after CTS | 0.00257 | 0.000151 | 0.00228
after global routing | 0.00266 | 0.000164 | 0.00228
final | 0.00253 | 0.000149 | 0.00228
No activity file was given, so power comes from the tool's default toggle rates.
