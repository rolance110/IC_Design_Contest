==> ./design.v <==
`timescale 1ns/10ps
module LBP ( clk, reset, gray_addr, gray_req, gray_ready, gray_data, lbp_addr, lbp_valid, lbp_data, finish);
input   	clk;
input   	reset;
output  reg [13:0] 	gray_addr;
output  reg       	gray_req;
input   	gray_ready;
input   [7:0] 	gray_data;
output  reg [13:0] 	lbp_addr;
output  reg	lbp_valid;
output  reg [7:0] 	lbp_data;
output  reg	finish;
reg [3:0] state;
reg T1,T2,T3,T5,T6,T7,T4,T0;
always@(posedge reset or posedge clk) begin
    if (reset)begin
        finish <= 0;
    end
    else if(lbp_addr==16254 && lbp_valid==1)begin
        finish<=1;
    end
end
always@(posedge reset or posedge clk) begin
    if (reset)begin
        gray_req <= 0;
    end
    else if (gray_ready == 1)begin
        gray_req <= 1;
    end
end
always@(posedge reset or posedge clk) begin
    if (reset)begin
        state<=0;
    end
    else if (state==9)begin
        state<=1;
    end
    else if(gray_req==1)begin
        state<=state+1;
    end
end
reg [13:0] mid_addr;
always@(posedge reset or posedge clk) begin
    if (reset)begin
        mid_addr<=0;
    end
    else if(state==1)begin
        mid_addr<=gray_addr;
    end
end
reg [7:0] mid_data;
always@(posedge reset or posedge clk) begin
    if (reset)begin
        mid_data<=0;
    end
    else if(state==1)begin
        mid_data<=gray_data;
    end
end
always@(posedge reset or posedge clk) begin
    if (reset)begin
        gray_addr <= 129;
    end
    else if(gray_req) begin
        if(state==1)begin
            gray_addr <= gray_addr-129;
        end
        else if(state==2)begin
            gray_addr <= mid_addr-128;
        end
        else if(state==3)begin
            gray_addr <= mid_addr-127;
        end
        else if(state==4)begin
            gray_addr <= mid_addr-1;
        end
        else if(state==5)begin
            gray_addr <= mid_addr+1;
        end
        else if(state==6)begin
            gray_addr <= mid_addr+127;
        end
        else if(state==7)begin
            gray_addr <= mid_addr+128;
        end
        else if(state==8)begin
            gray_addr <= mid_addr+129;
        end
        else if(state==9)begin
            if((mid_addr-126)%128==0)
                gray_addr<=mid_addr+3;
            else
                gray_addr <= mid_addr+1;
        end
    end
end
always@(posedge reset or posedge clk) begin
    if (reset)begin
        T0<=0;
    end
    else if(state==2)begin
        if (gray_data>=mid_data) begin
            T0<=1;
        end
        else begin
            T0<=0;
        end
    end
end
always@(posedge reset or posedge clk) begin
    if (reset)begin
        T1<=0;
    end
    else if(state==3)begin
        if (gray_data>=mid_data) begin
            T1<=1;
        end
        else begin
            T1<=0;
        end
    end
end
always@(posedge reset or posedge clk) begin
    if (reset)begin
        T2<=2;
    end
    else if(state==4)begin
        if (gray_data>=mid_data) begin
            T2<=1;
        end
        else begin
            T2<=0;
        end
    end
end
always@(posedge reset or posedge clk) begin
    if (reset)begin
        T3<=0;
    end
    else if(state==5)begin
        if (gray_data>=mid_data) begin
            T3<=1;
        end
        else begin
            T3<=0;
        end
    end
end
always@(posedge reset or posedge clk) begin
    if (reset)begin
        T4<=0;
    end
    else if(state==6)begin
        if (gray_data>=mid_data) begin
            T4<=1;
        end
        else begin
            T4<=0;
        end
    end
end
always@(posedge reset or posedge clk) begin
    if (reset)begin
        T5<=0;
    end
    else if(state==7)begin
        if (gray_data>=mid_data) begin
            T5<=1;
        end
        else begin
            T5<=0;
        end
    end
end
always@(posedge reset or posedge clk) begin
    if (reset)begin
        T6<=0;
    end
    else if(state==8)begin
        if (gray_data>=mid_data) begin
            T6<=1;
        end
        else begin
            T6<=0;
        end
    end
end
always@(posedge reset or posedge clk) begin
    if (reset)begin
        T7<=0;
    end
    else if(state==9)begin
        if (gray_data>=mid_data) begin
            T7<=1;
        end
        else begin
            T7<=0;
        end
    end
end
always@(posedge reset or posedge clk) begin
    if(reset)
        lbp_data<=0;
    else
        lbp_data <= T0+T1*2+T2*4+T3*8+T4*16+T5*32+T6*64+T7*128;
end
always@(posedge reset or negedge clk) begin
    if (reset)begin
        lbp_valid <= 0;
    end
    else if (state==1)begin 
        lbp_valid<=1;
    end
    else if (state==2)begin
        lbp_valid<=0;
    end
end
always@(posedge reset or posedge clk) begin
    if (reset)begin
        lbp_addr<=0;
    end
    else begin
        lbp_addr<=mid_addr;
    end
end
endmodule
==> ./run.sh <==
#!/bin/bash
# OpenROAD 26Q1-2900-gdf79404cd8, Yosys 0.63+post, stock flow scripts
make -C /OpenROAD-flow-scripts/flow DESIGN_CONFIG=/design/flow/config.mk WORK_HOME=/design/flow/orfs finish
==> ./config.mk <==
export PLATFORM = sky130hd
export DESIGN_NAME = LBP
export DESIGN_NICKNAME = LBP
export VERILOG_FILES = /design/flow/design.v
export SDC_FILE = /design/flow/constraint.sdc
export NUM_CORES = 4
export LEC_CHECK = 1
export CORE_UTILIZATION = 30
==> ./constraint.sdc <==
current_design LBP

set clk_period 6.5
set clk_io_pct 0.2

create_clock -name clk0 -period $clk_period [get_ports {clk}]

set non_clock_inputs [all_inputs -no_clocks]
set_input_delay [expr $clk_period * $clk_io_pct] -clock clk0 $non_clock_inputs
set_output_delay [expr $clk_period * $clk_io_pct] -clock clk0 [all_outputs]
==> run summary <==
Summary of implementation figures.

Logic synthesis
The synthesized area per cell is 7.87 um2. The area share of and/or/nand/nor cells after synthesis is 0.244. The share of the synthesized area in the top cell type is 0.324.

The flip-flop and latch count after synthesis is 73. The largest non-sequential cell family by area is AND-OR/OR-AND gates. Per the synthesis report, the number of distinct cell types is 78.

The cell area that synthesis handed to floorplanning was 0.00541 mm2. The cell-mix breakdown from Yosys lists the compound-gate area share as 0.256. The count of flip-flops with a built-in enable after synthesis is 0.

After synthesis, the share of cell area in mux cells is 0.00555. The XOR/XNOR share of the synthesized area is 0.0534. Per the synth stats, the flop cell with the highest instance count is dfrtp_1. According to the Yosys statistics, the synthesized design has a chip area of 0.00541 mm2.

The dominant cell type by area after synthesis is dfrtp_1. The share of the Yosys chip area taken by registers is 0.338. The count of mapped cells out of synthesis is 688. The cell-mix breakdown from Yosys lists the adder-cell area share as 0.0439. The fraction of synthesis flops using an asynchronous set or reset pin is 1.00. Counting the warning lines in the Yosys log gives 1. Sorting the synthesized cells by area gives the leading types as dfrtp_1 (32%), nand2_1 (6.0%), o21ai_0 (5.5%). The synth_stat.txt file lists the number of cells as 688.

Worst setup path
The critical path is of the reg2out type. STA classifies the critical path endpoint as an output port. STA classifies the critical path startpoint as a flop.

Data arrives at the worst endpoint at 4.50 ns. The timing report gives the biggest stage delay along the critical path as 0.47 ns. The OpenROAD report gives the critical path a required time of 5.20 ns. Walking the worst path, the cells encountered are clkdlybuf4s50_1. Broken down by cell family, the worst path's largest delay share belongs to buffers and inverters.

Along the critical path, the tally of buffer and inverter instances is 1. Per the STA report, the cell with the highest stage delay on the worst path is clkdlybuf4s50_1. STA lists the maximum fanout along the critical path as 3.

Pwr
The worst-case IR drop observed on VDD is 255 uV. The cell area power density is 557 mW/mm2. The cell-internal power is 1.90 mW.

The share of total power dissipated in sequential elements is 0.265. The clock group share of total power is 0.159. The fraction of power spent switching nets is 0.469. The part of the total power dissipated in combinational logic is 0.576.

The switching component of the power was reported as 1.68 mW. The total leakage power is 2.54 nW.

Finish
The multi-input gate area in the final layout is 0.00327 mm2. The share of post-route cells with drive strength above 1 is 0.0729. The count of cells in the finished layout, fillers not included, comes to 938. The sequential cell area in the final layout is 0.00183 mm2.

Counting the fill cells in the layout gives 1781. The relative area change from synthesis to final layout is 18.5%.

Drt
Antenna repair during routing inserted a diode count of 0. In this run the remaining antenna-violating nets after routing total 0. The iteration count recorded for the first detailed-route pass is 6. Per the log, the first TritonRoute iteration ended with a DRC count of 621. Using the TritonRoute via totals, the vias-per-cell ratio works out to 5.74. In the routed design, unresolved DRC markers number 0. The total via count after detailed routing is 5386. The total length of routed wires is 17.2 mm.

Dividing the detail-routed wire length by the instance count gives 18.3 um.

Die
After floorplanning, the die was sized to cover 0.0186 mm2. In the floorplan report the effective utilization is 0.310. The core region is 0.0175 mm2. According to the floorplan report, the die width is 136 um. The number of cell rows is 48. The die outline height is 136 um. The total I/O pin count is 50.

CTS
According to the CTS report, the clock sink count is 73. Per the CTS log, the buffer count on the longest clock path is 2. The clock latency reported for the late side of the worst-skew pair is 0.34 ns. The number of buffers added to fix hold violations after cts is 0.

The root cell of the clock tree is clkbuf_16. The report lists the number of cells resized after CTS as 0. The registers of the reported paths see a clock transition of 0.06 ns. The H-tree depth reported by CTS is 3. TritonCTS built the clock tree. Buffers added to address setup during post-CTS repair amount to 0. Counting the buffers created by CTS gives 9.

Global route
The fraction of met2 tracks used by global routing is 0.273. The number of antenna violations at the first check in global routing is 0. On met1, the global router reports a usage of 0.297. The via count of the first global-routing pass is 4815. The wire length of the first global-routing pass is 27.3 mm. The global routing usage summed across all routing layers is 0.195. The global routing stage identified its most utilized layer as met1. The global-route congestion overflow total is 0.

Entering global routing, the biggest net connects 46 pins. The met3 demand-to-capacity share in global routing is 0.0498.

Timing
The final layout reports a setup TNS of 0 ns. Between clock sinks in the finished design, the worst skew comes to 0.00707 ns. In the final report, the number of hold violations comes to 0. The worst slew margin relative to its limit is 0.285. The number of pins exceeding their max-slew limit in the final report is 0. The transition time at the pin with the least slew margin is 1.07 ns. Hold is met by 0.375 ns. Setup repair after global routing left no endpoint under its margin.

The number of setup violations in the final report is 0.

Flow run
Across the run, the number of max-cap violations was 0. The stage-log warning count is 32.

Place
Once placement completed, the tool counted placed cells totaling 922. After its last routability iteration, the placer logged a weighted congestion of 0.961. The post-detailed-placement half-perimeter wirelength is 12.1 mm.

During placement, the flow inserted port buffers numbering 49.

Status
The flow ran to the end, and the final reports show no timing, DRC or antenna violations.

Worst hold path
The class of the most critical hold timing path is reg2reg.
-- cell usage in the layout, fill, tap and decap left out, types with 16 or more instances in the layout --
cell type,instances
nor3_1,21
clkdlybuf4s50_1,49
dfrtp_1,70
a21oi_1,49
buf_4,16
nand3_1,19
ha_1,19
inv_1,17
xnor2_1,22
nor2_1,67
nand2_1,86
o21ai_0,60
-- through the flow --
stage	utilization	power (mW)	cell area [um2]	worst slack, ns
after CTS	0.367	3.56	6420	0.680
after global routing	0.367	3.87	6420	0.646
after detailed placement	0.348	2.96	6070	1.06
final	0.367	3.58	6420	0.698
after floorplan	-	2.25	5410	0.212
after global placement	0.348	2.96	6070	1.07
-- worst paths after layout --
check / depth (start not counted) / start / slack (ns) / endpoint
min: 0 / T1 / 0.38 / lbp_data[1]
max in group asynchronous: 2 / reset / 2.12 / lbp_valid
min in group asynchronous: 3 / reset / 1.42 / mid_addr[5]
max: 1 / lbp_valid / 0.70 / lbp_valid
max reg2reg: 4 / state[1] / 1.35 / lbp_valid
min reg2reg: 0 / T1 / 0.38 / lbp_data[1]
-- power groups by stage --
stage	clock [mW]	combinational, mW	sequential (mW)
after global routing	0.604	2.28	0.987
final	0.568	2.06	0.948
after CTS	0.589	2.03	0.945
-- cells in the mapped netlist, types with 4 or more instances --
library cell / number
a31oi_1: 8
and3_1: 10
or2_2: 5
and2_1: 5
dfrtp_1: 70
o22ai_1: 10
clkbuf_1: 33
o211ai_1: 7
a211oi_1: 12
o21ai_1: 5
nor3b_1: 4
nand3_1: 19
nor3_1: 21
buf_1: 6
a21oi_1: 49
xnor2_1: 22
nor2b_1: 7
nand2b_1: 6
inv_1: 18
nor4_1: 5
a221oi_1: 4
o21ai_0: 60
or3_1: 7
nor2_1: 67
buf_2: 14
o2111ai_1: 4
o221ai_1: 6
ha_1: 19
xor2_1: 11
nand4_1: 12
nand2_1: 86
o32ai_1: 5
-- cell type report --
class | count | share of cell area
multi-input cells | 537 | 0.509
inverters | 22 | 0.0131
clock buffers | 10 | 0.0357
well taps | 225 | 0.0439
flip-flops and latches | 73 | 0.285
clock inverters | 6 | 0.0177
repair buffers | 65 | 0.0952
-- logic make-up (layout without fill, tap and decap cells) --
group	count (synthesis)	after routing
AND/OR/NAND/NOR	270	270
AND-OR/OR-AND	212	212
buffers and inverters	78	103
flip-flops	73	73
XOR/XNOR	33	33
adder cells (fa/ha/maj)	19	19
multiplexers	3	3
-- registers in the layout, indices dropped and copies added (netlist names), 4 cells and up --
| signal | flops |
|---|---|
| mid_data | 8 |
| mid_addr | 14 |
| gray_addr | 14 |
| lbp_data | 8 |
| lbp_addr | 14 |
| state | 4 |
-- metal layers --
metal	vias to the layer above	wire, um
li1	2563	-
met1	2498	7710
met2	265	7230
met3	60	1590
met4	0	646
met5	-	0
Power and IR drop assume default switching activity.
